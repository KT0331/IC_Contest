**design/flow/design.v**
```verilog
module LASER (
input CLK,
input RST,
input [3:0] X,
input [3:0] Y,
output reg [3:0] C1X,
output reg [3:0] C1Y,
output reg [3:0] C2X,
output reg [3:0] C2Y,
output reg DONE);
reg [2:0] c_state;
reg [2:0] n_state;
reg [3:0] data_X [0:39];
reg [3:0] data_Y [0:39];
reg [3:0] C2X_scan;
reg [3:0] C2Y_scan;
reg [3:0] C2X_best;
reg [3:0] C2Y_best;
reg [5:0] C2_best_uni;
reg [5:0] counter;  
reg [1:0] complete;
reg [0:39] C1_inboolean;
reg [0:39] C2_scan_inboolean;
reg [3:0]  cx;
reg [3:0]  px [0:9];
reg [3:0]  cy;
reg [3:0]  py [0:9];
wire [39:0] uni_subspace;
wire [5:0]  uni;
wire [9:0]  in_circle;
wire        near;
localparam LOAD             = 0;
localparam CIRCLE1_POINT    = 1;
localparam CIRCLE2_WHERE    = 2;
localparam CIRCLE2_POINT    = 3;
localparam SUB_INTERSECTION = 4;
localparam C1_C2_SWAP		= 5;
localparam OUT              = 6;
localparam IDLE				= 7;
always @(posedge CLK) begin
	if (RST) begin
		c_state <= LOAD;
	end
	else begin
		c_state <= n_state;
	end
end
always @(*) begin
	if(c_state == LOAD) begin
		if(counter == 39) begin
			n_state = CIRCLE1_POINT;
		end
		else begin
			n_state = LOAD;
		end
	end
	else if(c_state == CIRCLE1_POINT) begin
		if(complete == 2'b11) begin
			n_state = CIRCLE2_WHERE;
		end
		else begin
			n_state = CIRCLE1_POINT;
		end
	end
	else if(c_state == CIRCLE2_WHERE) begin
		n_state = CIRCLE2_POINT;
	end
	else if(c_state == CIRCLE2_POINT) begin
		if(complete == 2'b11) begin
			n_state = SUB_INTERSECTION;
		end
		else begin
			n_state = CIRCLE2_POINT;
		end
	end
	else if(c_state == SUB_INTERSECTION) begin
		if(near) begin
			n_state = C1_C2_SWAP;
		end
		else begin
			n_state = CIRCLE2_WHERE;
		end
	end
	else if(c_state == C1_C2_SWAP) begin
		if((C2X_best == C2X) && (C2Y_best == C2Y)) begin
			n_state = OUT;
		end
		else begin
			n_state = CIRCLE1_POINT;
		end
	end
	else if(c_state == OUT) begin
		n_state = IDLE;
	end
	else begin
		n_state = LOAD;
	end
end
assign near = ((C1X == C2X_scan + 1) && (C1Y == C2Y_scan)) 
				|| ((C1X == 0) && (C2X_scan == 15) && (C1Y == C2Y_scan + 1)) 
				|| ((C1X == 0) && (C1Y == 0) && (C2X_scan == 15) && (C2Y_scan == 15));
always @(posedge CLK) begin
	if (RST) begin
		DONE <= 0;	
	end
	else begin
		if(c_state == OUT) begin
			DONE <= 1;
		end
		else begin
			DONE <= 0;
		end
	end
end
genvar w;
generate
	for(w = 0; w < 10; w = w + 1) begin: compa_inst
		compa u_compa(
			.cx(cx),
			.cy(cy),
			.px(px[w]),
			.py(py[w]),
			.in_circle(in_circle[w]));
	end
endgenerate
always @(*) begin
	if(c_state == CIRCLE1_POINT) begin
		cx = C1X;
		cy = C1Y;
	end
	else if(c_state == CIRCLE2_POINT) begin
		cx = C2X_scan;
		cy = C2Y_scan;
	end
	else begin
		cx = 0;
		cy = 0;
	end
end
genvar v;
generate
 	for(v = 0; v < 10; v = v + 1) begin: compa_para_assign
 		always @(*) begin
			if(c_state == CIRCLE1_POINT) begin
				if(complete == 0) begin
					px[v] = data_X[v];
					py[v] = data_Y[v];
				end
				else if(complete == 1) begin
					px[v] = data_X[v + 10];
					py[v] = data_Y[v + 10];
				end
				else if(complete == 2) begin
					px[v] = data_X[v + 20];
					py[v] = data_Y[v + 20];
				end
				else begin
					px[v] = data_X[v + 30];
					py[v] = data_Y[v + 30];
				end
			end
			else if(c_state == CIRCLE2_POINT) begin
				if(complete == 0) begin
					px[v] = data_X[v];
					py[v] = data_Y[v];
				end
				else if(complete == 1) begin
					px[v] = data_X[v + 10];
					py[v] = data_Y[v + 10];
				end
				else if(complete == 2) begin
					px[v] = data_X[v + 20];
					py[v] = data_Y[v + 20];
				end
				else begin
					px[v] = data_X[v + 30];
					py[v] = data_Y[v + 30];
				end
			end
			else begin
				px[v] = 0;
				py[v] = 0;
			end
		end
	end
endgenerate
genvar a;
generate
	for(a = 0; a < 40; a = a + 1) begin: in_boolean
		always @(posedge CLK) begin
			if (RST) begin
				C1_inboolean[a] <= 0;
			end
			else begin
				if(c_state == CIRCLE1_POINT) begin
					case(complete)
						0 : begin
							if(a < 10) begin
								C1_inboolean[a] <= in_circle[a];
							end
							else begin
								C1_inboolean[a] <= C1_inboolean[a];
							end
						end
						1 : begin
							if((a >= 10) && (a < 20)) begin
								C1_inboolean[a] <= in_circle[a - 10];
							end
							else begin
								C1_inboolean[a] <= C1_inboolean[a];
							end
						end
						2 : begin
							if((a >= 20) && (a < 30)) begin
								C1_inboolean[a] <= in_circle[a - 20];
							end
							else begin
								C1_inboolean[a] <= C1_inboolean[a];
							end
						end
						default : begin
							if((a >= 30) && (a < 40)) begin
								C1_inboolean[a] <= in_circle[a - 30];
							end
							else begin
								C1_inboolean[a] <= C1_inboolean[a];
							end
						end
					endcase
				end
				else begin
					C1_inboolean[a] <= C1_inboolean[a];
				end
			end
		end
		always @(posedge CLK) begin
			if (RST) begin
				C2_scan_inboolean[a] <= 0;
			end
			else begin
				if(c_state == CIRCLE2_POINT) begin
					case(complete)
						0 : begin
							if(a < 10) begin
								C2_scan_inboolean[a] <= in_circle[a];
							end
							else begin
								C2_scan_inboolean[a] <= C2_scan_inboolean[a];
							end
						end
						1 : begin
							if((a >= 10) && (a < 20)) begin
								C2_scan_inboolean[a] <= in_circle[a - 10];
							end
							else begin
								C2_scan_inboolean[a] <= C2_scan_inboolean[a];
							end
						end
						2 : begin
							if((a >= 20) && (a < 30)) begin
								C2_scan_inboolean[a] <= in_circle[a - 20];
							end
							else begin
								C2_scan_inboolean[a] <= C2_scan_inboolean[a];
							end
						end
						default : begin
							if((a >= 30) && (a < 40)) begin
								C2_scan_inboolean[a] <= in_circle[a - 30];
							end
							else begin
								C2_scan_inboolean[a] <= C2_scan_inboolean[a];
							end
						end
					endcase
				end
				else begin
					C2_scan_inboolean[a] <= C2_scan_inboolean[a];
				end
			end
		end
	end
endgenerate
always @(posedge CLK) begin
	if (RST) begin
		C2_best_uni <= 0;
	end
	else begin
		if(c_state == SUB_INTERSECTION)begin
			if(uni >= C2_best_uni) begin
				C2_best_uni <= uni;
			end
			else begin
				C2_best_uni <= C2_best_uni;
			end
		end
		else if(c_state == CIRCLE1_POINT) begin
			C2_best_uni <= 0;
		end
		else begin
			C2_best_uni <= C2_best_uni;
		end
	end
end
assign uni_subspace = C1_inboolean | C2_scan_inboolean;
assign uni = uni_subspace[0] + uni_subspace[1] + uni_subspace[2] + uni_subspace[3] 
				+ uni_subspace[4] + uni_subspace[5] +uni_subspace[6] + uni_subspace[7]
				+ uni_subspace[8] + uni_subspace[9] + uni_subspace[10] + uni_subspace[11] 
				+ uni_subspace[12] + uni_subspace[13] + uni_subspace[14] +uni_subspace[15] 
				+ uni_subspace[16] + uni_subspace[17] + uni_subspace[18] + uni_subspace[19] 
				+ uni_subspace[20] + uni_subspace[21] + uni_subspace[22] + uni_subspace[23] 
				+ uni_subspace[24] + uni_subspace[25] + uni_subspace[26] + uni_subspace[27] 
				+ uni_subspace[28] + uni_subspace[29] + uni_subspace[30] + uni_subspace[31] 
				+ uni_subspace[32] + uni_subspace[33] + uni_subspace[34] + uni_subspace[35] 
				+ uni_subspace[36] + uni_subspace[37] + uni_subspace[38] + uni_subspace[39];
genvar n;
generate
	for(n = 0; n < 40; n = n + 1) begin: data_reg
		always @(posedge CLK) begin
			if (RST) begin
				data_X[n] <= 0;
				data_Y[n] <= 0;
			end
			else begin
				if(c_state == LOAD) begin
					if(counter == n) begin
						data_X[n] <= X;
						data_Y[n] <= Y;
					end
					else begin
						data_X[n] <= data_X[n];
						data_Y[n] <= data_Y[n];
					end
				end
				else begin
					data_X[n] <= data_X[n];
					data_Y[n] <= data_Y[n];
				end
			end
		end
	end
endgenerate
always @(posedge CLK) begin
	if (RST) begin
		C1X <= 0;
		C1Y <= 0;
	end
	else begin
		if(c_state == C1_C2_SWAP) begin
			C1X <= C2X_best;
			C1Y <= C2Y_best;
		end
		else begin
			C1X <= C1X;
			C1Y <= C1Y;
		end
	end
end
always @(posedge CLK) begin
	if (RST) begin
		C2X <= 15;
		C2Y <= 15;
	end
	else begin
		if(c_state == C1_C2_SWAP) begin
			C2X <= C1X;
			C2Y <= C1Y;
		end
		else begin
			C2X <= C2X;
			C2Y <= C2Y;
		end
	end
end
always @(posedge CLK) begin
	if (RST) begin
		C2X_scan <= 1;
		C2Y_scan <= 0;
	end
	else begin
		if(c_state == CIRCLE2_WHERE) begin
			{C2Y_scan, C2X_scan} <= {C2Y_scan, C2X_scan} + 1;
		end
		else if(c_state == CIRCLE1_POINT) begin
			{C2Y_scan, C2X_scan} <= {C1Y, C1X} + 1;
		end
		else begin
			{C2Y_scan, C2X_scan} <= {C2Y_scan, C2X_scan};
		end
	end
end
always @(posedge CLK) begin
	if (RST) begin
		C2X_best <= 1;
		C2Y_best <= 0;
	end
	else begin
		if(c_state == SUB_INTERSECTION) begin
			if(uni >= C2_best_uni) begin
				C2X_best <= C2X_scan;
				C2Y_best <= C2Y_scan;
			end
			else begin
				C2X_best <= C2X_best;
				C2Y_best <= C2Y_best;
			end
		end
	end
end
always @(posedge CLK) begin
	if (RST) begin
		counter <= 0;
	end
	else begin
		if(c_state == LOAD) begin
			counter <= counter + 1;
		end
		else begin
			counter <= 0;
		end
	end
end
always @(posedge CLK) begin
	if (RST) begin
		complete <= 0;	
	end
	else begin
		if((c_state == CIRCLE1_POINT) || (c_state == CIRCLE2_POINT)) begin
			complete <= complete + 1;
		end
		else begin
			complete <= 0;
		end
	end
end
endmodule
module compa(
input [3:0] cx,
input [3:0] px,
input [3:0] cy,
input [3:0] py,
output reg in_circle);
reg [3:0] X_A;
reg [3:0] X_B;
reg [3:0] Y_A;
reg [3:0] Y_B;
wire [3:0] X_dis;
wire [3:0] Y_dis;
assign X_dis = X_A - X_B;
assign Y_dis = Y_A - Y_B;
always @(*) begin
	if(X_dis + Y_dis < 5) begin
		in_circle = 1;
	end
	else if((X_dis == 2) && (Y_dis == 3)) begin
		in_circle = 1;
	end
	else if((X_dis == 3) && (Y_dis == 2)) begin
		in_circle = 1;
	end
	else begin
		in_circle = 0;
	end
end
always @(*) begin
	if(cx > px) begin
		X_A = cx;
		X_B = px;
	end
	else begin
		X_A = px;
		X_B = cx;
	end
end
always @(*) begin
	if(cy > py) begin
		Y_A = cy;
		Y_B = py;
	end
	else begin
		Y_A = py;
		Y_B = cy;
	end
end
endmodule
```
**design/flow/run.sh**
```bash
#!/bin/bash
# OpenROAD 26Q1-2900-gdf79404cd8, Yosys 0.63+post, stock flow scripts
make -C /OpenROAD-flow-scripts/flow DESIGN_CONFIG=/design/flow/config.mk WORK_HOME=/design/flow/orfs finish
```
**design/flow/config.mk**
```make
export PLATFORM = sky130hd
export DESIGN_NAME = LASER
export DESIGN_NICKNAME = LASER
export VERILOG_FILES = /design/flow/design.v
export SDC_FILE = /design/flow/constraint.sdc
export NUM_CORES = 4
export LEC_CHECK = 1
export CORE_UTILIZATION = 40
```
**design/flow/constraint.sdc**
```tcl
current_design LASER

set clk_period 13.0
set clk_io_pct 0.2

create_clock -name clk0 -period $clk_period [get_ports {CLK}]

set non_clock_inputs [all_inputs -no_clocks]
set_input_delay [expr $clk_period * $clk_io_pct] -clock clk0 $non_clock_inputs
set_output_delay [expr $clk_period * $clk_io_pct] -clock clk0 [all_outputs]
```
==> deck_impl_summary.md <==
Flow Results at a Glance

Clock tree
  – Number of hold buffers added after cts: 0
  – Reg clk slew, reported paths: about 60 ps
  – # H-tree levels: 2
  – Setup repair bufs after CTS: 0
  – CTS tree: yes
  – Skew-Pair Late Insertion Delay: 610 ps
  – Clock Path Buffers: 3
  – Total of cells resized after clock tree synthesis: 0
  – Number of buffers created by CTS: slightly above 50
  – Clock root buffer master: clkbuf_16
  – Clk sinks: about 460

Routing
  – Final routed wirelength across all metal layers: 77300 µm
  – Final antenna diode count: 0
  – Via count normalized by instance count: approximately 5.5
  – Iteration-0 DRC Markers: 1488
  – TritonRoute pass-1 iters: 6
  – Remaining routing DRC violations: 0
  – Antenna Violating Nets Remaining: 0
  – Routed length per placed instance: 19.0 µm
  – Number of vias in the routed layout: 22500

Place
  – DP HPWL: 50900 µm
  – Number of buffer cells added on primary ports: 26
  – Final weighted congestion in routability-driven placement: 0.916

Logic synthesis
  – Yosys cell count: ~3200
  – Sequential share of the synthesized area: around a third
  – Post-synthesis cell type with the largest combined area: dfxtp_1
  – XORs/XNORs by Area: 2.18%
  – Aoi/oai-family share of the synthesized area: roughly 16%
  – Register bit total from synthesis: 455
  – Warning count from the yosys run: 10
  – Dominant kind of combinational cell: simple AND/OR/NAND/NOR gates
  – Share of the synthesized area in the top cell type: between 30% and 40%
  – Most frequently used cell type in the post-synthesis netlist: nor2_1
  – Cell area leaders: dfxtp_1 33%, mux2i_1 13%, ha_1 7.7%
  – Syn Std Cell Area: 27700 µm²
  – Yosys Chip Area: 27700 µm²
  – Fraction of the mapped netlist area in simple logic gates: about 19%
  – Post-Syn Area per Cell: 8.77 µm²
  – Asr flop ratio synth: 0%
  – Most used flip-flop cell after synthesis: dfxtp_1
  – Post-synthesis adder-cell area fraction: around a tenth
  – Flip-flops with a built-in enable: 0
  – Ranking of synthesized cells by instance count: 470 x nor2_1, 455 x dfxtp_1, 359 x mux2i_1, 195 x nand2_1, 170 x ha_1
  – Number of standard cells after synthesis: 3162
  – Number of distinct library cell variants in the gate-level netlist after synthesis: 93
  – Share of cell area taken by muxes after synthesis: 13.9%

Critical path
  – Buffers & Inverters on Critical Path: 5
  – Critical path's top delay family: AND-OR/OR-AND gates
  – Arr. time, crit path: 7540 ps
  – Critical Path RT: between 10000 and 15000 ps
  – Peak fanout along the critical path: between 50 and 60
  – Max stage delay cell, worst path: a2111oi_1
  – Cell chain of the critical path: inv_1 -> ha_4 -> buf_4 -> buf_4 -> nor3b_1 -> a2111oi_0 -> inv_1 -> ha_1 -> and3b_1 -> a2111oi_1 -> o21a_1 -> mux2_2 -> inv_1 -> ha_1 -> nor3_1 -> xnor2_1 -> ha_1 -> o22ai_1 -> a21oi_1 -> or3_1 -> o32a_1 -> a211oi_1
  – CP max stage delay: a little over 900 ps
  – Critical path type: register to register
  – Element type at the critical path start: register
  – Worst Setup End Kind: register

Die
  – Number of I/O pins: 27
  – Die area: 70400 µm²
  – Standard-cell rows: 96
  – Initial Utilization: between 40% and 50%
  – Chip Width: 265 µm
  – Die boundary height: 265 µm
  – Area of the core: 68600 µm²

Power
  – Static leakage: 11.8 nW
  – Internal power: roughly 2.3 mW
  – P_sw: 0.690 mW
  – Share of power burned in registers: a little under half
  – PwrDens: 98.6 nW/µm²
  – Share of total power in the clock network: 49.7%
  – Max rail drop VDD: 0.0849 mV
  – Switching Fraction: 22.9%
  – Combinational share of power: 3.5%

Final timing
  – Max Fclk: 142 MHz
  – Number of slew-limit violations in the final report: 0
  – Number of failing hold endpoints at the final stage: 0
  – Transition time at the pin with the least slew margin: 1070 ps
  – Setup clock skew after layout: 28.7 ps
  – Period utilisation layout: 54.2%
  – Final worst path period need: 7040 ps
  – Total setup violations reported at the end of the flow: 0
  – Final setup TNS: 0 ps
  – Worst slew slack as a fraction of its limit: 28.2%
  – Setup repair after global routing missed its margin: false

Outcome
  – Status: completed

GRT
  – Largest net degree at the start of global routing: 92
  – Overall Global Routing Usage: between 20 and 25%
  – Number of antenna violations at the first check in global routing: 0
  – Vias in the first global route: roughly 21000
  – Wire length of the first global-routing pass: 122000 µm
  – Remaining Overflow, GRT: 0

Final layout
  – Share of the core filled with cells: 44.5%
  – Fraction of layout cells with a size suffix above 1: under 10%
  – Area growth from synthesis to final layout: 10.0%

Job
  – # Max-Cap Violations: 0
  – OpenROAD warnings: 33

Min path
  – Type of the tightest min-delay check: register to register
==> worst min-delay path, stage by stage (launching register included) <==
cell	delay (ps)
dfxtp_1	300
nand2_1	50
a21oi_1	50
==> cells in the final DEF (no fill, tap or decap), drive strengths merged, types with 54 or more instances in the layout <==
master  instances
a211oi         97
a21oi         153
buf            85
clkbuf         66
dfxtp         455
ha            170
inv           125
mux2i         359
nand2         195
nand3          98
nor2          472
nor2b          54
o21ai          59
==> power groups by stage <==
stage	clock [mW]	sequential, mW	combinational, mW
final	1.50	1.41	0.107
after CTS	1.53	1.41	0.106
after global routing	1.58	1.41	0.114
==> worst paths after layout <==
| kind | end | slack, ps | cells past startpoint | from |
|---|---|---|---|---|
| max | C1_inboolean[32]$_SDFFE_PP0P_ | 5960 | 22 | complete[0]$_SDFF_PP0_ |
| min | data_X[11][2]$_SDFFE_PP0P_ | 450 | 2 | data_X[11][2]$_SDFFE_PP0P_ |
| max reg2reg | C1_inboolean[32]$_SDFFE_PP0P_ | 5960 | 22 | complete[0]$_SDFF_PP0_ |
| min reg2reg | data_X[11][2]$_SDFFE_PP0P_ | 450 | 2 | data_X[11][2]$_SDFFE_PP0P_ |
==> per-layer routing <==
metal	global-route usage, %	share of wire (%)	vias to the layer above
met5	0	0	-
met4	5.41	2.8	0
met3	5.18	7.1	120
met2	33.6	43	569
met1	34.0	47	10600
li1	-	-	11200
==> cells by family after synthesis <==
kind of cell	Yosys count
and+or+nand+nor	1121
AOI/OAI and AO/OA	588
DFF	455
muxes	382
buffers and inverters	336
adders and majority gates	211
xor gates and xnor gates	69
==> registers in the layout (all words and copies together), names as in the netlist <==
| name | cells |
|---|---|
| C1Y | 4 |
| C2_best_uni | 6 |
| C2X_scan | 4 |
| C1X | 4 |
| data_Y | 160 |
| C1_inboolean | 40 |
| C2Y_scan | 4 |
| C2X | 4 |
| complete | 2 |
| C2Y | 4 |
| counter | 6 |
| data_X | 160 |
| C2_scan_inboolean | 40 |
| DONE | 1 |
| C2X_best | 4 |
| C2Y_best | 4 |
| c_state | 8 |
==> metrics by stage <==
step           hold slack [ps]  std cells  setup WS [ps]  area, µm²  power, mW
3_5_place_dp               442       3982           6030      28800       1.54
3_3_place_gp               439       3982           6180      28800       1.54
4_1_cts                    453       4072           6010      30500       3.04
2_1_floorplan              394       3162           6180      27700       1.51
5_1_grt                    466       4072           5520      30500       3.11
6_report                   452       4072           5960      30500       3.01
==> layout make-up <==
type,count,area (µm²)
Sequential cell,455,9110
Clock buffer,66,1420
Multi-Input combinational cell,2371,17300
Clock inverter,24,300
Timing Repair Buffer,102,796
Inverter,123,462
Tap cell,931,1160
Fill cell,6564,38100
Power and IR drop assume default switching activity.
