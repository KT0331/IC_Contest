$ cat flow/design.v
module JAM (
input CLK,
input RST,
output reg [2:0] W,
output reg [2:0] J,
input [6:0] Cost,
output reg [3:0] MatchCount,
output reg [9:0] MinCost,
output reg Valid );
reg [2:0] state ;
reg [2:0] next_state ;
reg [2:0] counter0 ;
reg [3:0] counter1 ;
reg [2:0] se0 [0:7] ;  
reg [2:0] se1 [0:7] ;  
reg [2:0] change_point ;
reg [2:0] search_point ;
reg [2:0] value ;
reg [9:0] sum_reg ;
reg [2:0] R0 ,R1 ,R2 ,R3 ,R4 ,R5 ,R6 ,L0 ,L1 ,L2 ,L3 ,L4 ,L5 ,L6 ;
wire last ;
	assign last = ((se1[0] == 0) &&
				   (se1[1] == 1) && 
				   (se1[2] == 2) && 
				   (se1[3] == 3) && 
				   (se1[4] == 4) && 
				   (se1[5] == 5) && 
				   (se1[6] == 6) && 
				   (se1[7] == 7)) ;
wire [2:0] change_value ;
	assign change_value = (change_point == 1) ? se0[1] :
						  ((change_point == 2) ? se0[2] :
						  ((change_point == 3) ? se0[3] :
						  ((change_point == 4) ? se0[4] :
						  ((change_point == 5) ? se0[5] :
						  ((change_point == 6) ? se0[6] :
						  ((change_point == 7) ? se0[7] : 0)))))) ;
wire [2:0] search_value ;
	assign search_value = (counter0 == 1) ? se0[1] :
						  ((counter0 == 2) ? se0[2] :
						  ((counter0 == 3) ? se0[3] :
						  ((counter0 == 4) ? se0[4] :
						  ((counter0 == 5) ? se0[5] :
						  ((counter0 == 6) ? se0[6] :
						  ((counter0 == 7) ? se0[7] : se0[0])))))) ;
wire [2:0] load_value ;
	assign load_value = (counter1 == 1) ? se1[1] :
						  ((counter1 == 2) ? se1[2] :
						  ((counter1 == 3) ? se1[3] :
						  ((counter1 == 4) ? se1[4] :
						  ((counter1 == 5) ? se1[5] :
						  ((counter1 == 6) ? se1[6] :
						  ((counter1 == 7) ? se1[7] : se1[0])))))) ;
wire [9:0] sum ;
	assign sum = (counter1 == 0) ? Cost : Cost + sum_reg ;
wire comparefunc0 ;
	assign comparefunc0 = R0 > L0 ;
wire comparefunc1 ;
	assign comparefunc1 = R1 > L1 ;
wire comparefunc2 ;
	assign comparefunc2 = R2 > L2 ;
wire comparefunc3 ;
	assign comparefunc3 = R3 > L3 ;
wire comparefunc4 ;
	assign comparefunc4 = R4 > L4 ;
wire comparefunc5 ;
	assign comparefunc5 = R5 > L5 ;
wire comparefunc6 ;
	assign comparefunc6 = R6 > L6 ;
	localparam find    		= 0 ;  
	localparam search  		= 1 ;  
	localparam change  		= 2 ;  
	localparam inverse      = 3 ;  
	localparam idle 		= 4 ;
	localparam out 			= 5 ;  
	always @ (posedge CLK) begin
		if(RST)
			state <= 0 ;
		else
			state <= next_state ;
	end
	always @ (*) begin
		case(state)
			find : begin
					next_state = search ;
			end
			search : begin
				if((counter0 < change_point - 2) && (change_point > 1))
					next_state = state ;
				else
					next_state = change ;
			end
			change : begin
				next_state = inverse ;
			end
			inverse : begin
				if(counter1 != 9)
					next_state = idle ;
				else
					next_state = find ;
			end
			idle : begin
				if(counter1 == 9)
					next_state = find ;
				else
					next_state = state ;
			end
			default : next_state = state ;
		endcase
	end
	always @ (posedge CLK) begin
		if (RST)
			counter0 <= 0 ;
		else begin
			case(state)
				find : begin
						counter0 <= 0 ;
				end
				search : begin
					if(counter0 == change_point - 1)
						counter0 <= 0 ;
					else
						counter0 <= counter0 + 1 ;
				end
				default : counter0 <= 0 ;
			endcase
		end
	end
	always @ (posedge CLK) begin
		if(RST)
			counter1 <= 0 ;
		else if(counter1 == 9)
			counter1 <= 0 ;
		else
			counter1 <= counter1 + 1 ;
	end
	always @ (*) begin
		W = counter1 ;
		J = load_value ;
	end
	always @ (posedge CLK) begin
		if(RST) begin
			MinCost <= 'd1023 ;
			MatchCount <= 1 ;
		end
		else if(counter1 == 9) begin
			if(sum_reg < MinCost) begin
				MinCost <= sum_reg ;
				MatchCount <= 1 ;
			end
			else if(sum_reg == MinCost) begin
				MinCost <= MinCost ;
				MatchCount <= MatchCount + 1 ;
			end
			else begin
				MinCost <= MinCost ;
				MatchCount <= MatchCount ;
			end
		end
		else begin
			MinCost <= MinCost ;
			MatchCount <= MatchCount ;
		end
	end
	always @ (*) begin
		Valid = last && (counter1 == 9) ;
	end
	always @ (posedge CLK) begin
		if(RST) begin
			change_point <= 1 ;
		end
		else if(state == find)begin
			if(comparefunc0)
				change_point <= 1 ;
			else if(comparefunc1)
				change_point <= 2 ;
			else if(comparefunc2)
				change_point <= 3 ;
			else if(comparefunc3)
				change_point <= 4 ;
			else if(comparefunc4)
				change_point <= 5 ;
			else if(comparefunc5)
				change_point <= 6 ;
			else if(comparefunc6)
				change_point <= 7 ;
			else
				change_point <= change_point ;
		end
		else begin
			change_point <= change_point ;
		end
	end
	always @ (*) begin
			R0 = se0[0] ;
			L0 = se0[1] ;
			R1 = se0[1] ;
			L1 = se0[2] ;
			R2 = se0[2] ;
			L2 = se0[3] ;
			R3 = se0[3] ;
			L3 = se0[4] ;
			R4 = se0[4] ;
			L4 = se0[5] ;
			R5 = se0[5] ;
			L5 = se0[6] ;
			R6 = se0[6] ;
			L6 = se0[7] ;
	end
	always @ (posedge CLK) begin
		if(RST) begin
			search_point <= 0 ;
			value <= se0[0] ;
		end
		else if(state == search) begin
			if(counter0 < (change_point - 1))begin
				case(counter0)
					0 : begin 
							if((change_value < search_value) && (search_value < value)) begin
								search_point <= 0 ;
								value <= se0[0] ;
							end
							else begin
								search_point <= search_point ;
								value <= value ;
							end
						end
					1 : begin
							if((change_value < search_value) && (search_value < value)) begin
								search_point <= 1 ;
								value <= se0[1] ;
							end
							else begin
								search_point <= search_point ;
								value <= value ;
							end
						end
					2 : begin
							if((change_value < search_value) && (search_value < value)) begin
								search_point <= 2 ;
								value <= se0[2] ;
							end
							else begin
								search_point <= search_point ;
								value <= value ;
							end
						end
					3 : begin
							if((change_value < search_value) && (search_value < value)) begin
								search_point <= 3 ;
								value <= se0[3] ;
							end
							else begin
								search_point <= search_point ;
								value <= value ;
							end
						end
					4 : begin
							if((change_value < search_value) && (search_value < value)) begin
								search_point <= 4 ;
								value <= se0[4] ;
							end
							else begin
								search_point <= search_point ;
								value <= value ;
							end
						end
					5 : begin
							if((change_value < search_value) && (search_value < value)) begin
								search_point <= 5 ;
								value <= se0[5] ;
							end
							else begin
								search_point <= search_point ;
								value <= value ;
							end
						end
					6 : begin
							if((change_value < search_value) && (search_value < value)) begin
								search_point <= 6 ;
								value <= se0[6] ;
							end
							else begin
								search_point <= search_point ;
								value <= value ;
							end
						end
					default : begin 
								search_point <= change_point ;
								value <= value ;
							end
				endcase	
			end
			else begin
				search_point <= search_point ;
				value <= value ;
			end
		end
		else begin
			if(comparefunc0) begin
				search_point <= 0 ;
				value <= se0[0] ;
			end
			else if(comparefunc1) begin
				search_point <= 1 ;
				value <= se0[1] ;
			end
			else if(comparefunc2) begin
				search_point <= 2 ;
				value <= se0[2] ;
			end
			else if(comparefunc3) begin
				search_point <= 3 ;
				value <= se0[3] ;
			end
			else if(comparefunc4) begin
				search_point <= 4 ;
				value <= se0[4] ;
			end
			else if(comparefunc5) begin
				search_point <= 5 ;
				value <= se0[5] ;
			end
			else if(comparefunc6) begin
				search_point <= 6 ;
				value <= se0[6] ;
			end
			else begin
				search_point <= change_point ;
				value <= value ;
			end
		end
	end
	always @ (posedge CLK) begin
		if(RST) begin
			se0[0] <= 7 ;
			se0[1] <= 6 ;
			se0[2] <= 5 ;
			se0[3] <= 4 ;
			se0[4] <= 3 ;
			se0[5] <= 2 ;
			se0[6] <= 1 ;
			se0[7] <= 0 ;
		end
		else if(state == change) begin
			se0[change_point] <= se0[search_point] ;
			se0[search_point] <= se0[change_point] ;
		end
		else if(state == inverse) begin
			case(change_point)
				2 : begin
						se0[0] <= se0[1] ;
						se0[1] <= se0[0] ;
						se0[2] <= se0[2] ;
						se0[3] <= se0[3] ;
						se0[4] <= se0[4] ;
						se0[5] <= se0[5] ;
						se0[6] <= se0[6] ;
						se0[7] <= se0[7] ;
					end
				3 : begin
						se0[0] <= se0[2] ;
						se0[1] <= se0[1] ;
						se0[2] <= se0[0] ;
						se0[3] <= se0[3] ;
						se0[4] <= se0[4] ;
						se0[5] <= se0[5] ;
						se0[6] <= se0[6] ;
						se0[7] <= se0[7] ;
					end
				4 : begin
						se0[0] <= se0[3] ;
						se0[1] <= se0[2] ;
						se0[2] <= se0[1] ;
						se0[3] <= se0[0] ;
						se0[4] <= se0[4] ;
						se0[5] <= se0[5] ;
						se0[6] <= se0[6] ;
						se0[7] <= se0[7] ;
					end
				5 : begin
						se0[0] <= se0[4] ;
						se0[1] <= se0[3] ;
						se0[2] <= se0[2] ;
						se0[3] <= se0[1] ;
						se0[4] <= se0[0] ;
						se0[5] <= se0[5] ;
						se0[6] <= se0[6] ;
						se0[7] <= se0[7] ;
					end
				6 : begin
						se0[0] <= se0[5] ;
						se0[1] <= se0[4] ;
						se0[2] <= se0[3] ;
						se0[3] <= se0[2] ;
						se0[4] <= se0[1] ;
						se0[5] <= se0[0] ;
						se0[6] <= se0[6] ;
						se0[7] <= se0[7] ;
					end
				7 : begin
						se0[0] <= se0[6] ;
						se0[1] <= se0[5] ;
						se0[2] <= se0[4] ;
						se0[3] <= se0[3] ;
						se0[4] <= se0[2] ;
						se0[5] <= se0[1] ;
						se0[6] <= se0[0] ;
						se0[7] <= se0[7] ;
					end
				default : begin
							se0[0] <= se0[0] ;
							se0[1] <= se0[1] ;
							se0[2] <= se0[2] ;
							se0[3] <= se0[3] ;
							se0[4] <= se0[4] ;
							se0[5] <= se0[5] ;
							se0[6] <= se0[6] ;
							se0[7] <= se0[7] ;
						end
			endcase
		end
		else begin
			se0[0] <= se0[0] ;
			se0[1] <= se0[1] ;
			se0[2] <= se0[2] ;
			se0[3] <= se0[3] ;
			se0[4] <= se0[4] ;
			se0[5] <= se0[5] ;
			se0[6] <= se0[6] ;
			se0[7] <= se0[7] ;
		end
	end
	always @ (posedge CLK) begin
		if(RST) begin
			se1[0] <= 7 ;
			se1[1] <= 6 ;
			se1[2] <= 5 ;
			se1[3] <= 4 ;
			se1[4] <= 3 ;
			se1[5] <= 2 ;
			se1[6] <= 1 ;
			se1[7] <= 0 ;
		end
		else if(counter1 == 9) begin
			se1[0] <= se0[0] ;
			se1[1] <= se0[1] ;
			se1[2] <= se0[2] ;
			se1[3] <= se0[3] ;
			se1[4] <= se0[4] ;
			se1[5] <= se0[5] ;
			se1[6] <= se0[6] ;
			se1[7] <= se0[7] ;
		end
		else begin
			se1[0] <= se1[0] ;
			se1[1] <= se1[1] ;
			se1[2] <= se1[2] ;
			se1[3] <= se1[3] ;
			se1[4] <= se1[4] ;
			se1[5] <= se1[5] ;
			se1[6] <= se1[6] ;
			se1[7] <= se1[7] ;
		end
	end
	always @ (posedge CLK) begin
		if(RST)
			sum_reg <= 0 ;
		else if(counter1 == 0)
			sum_reg <= 0 ;
		else
			sum_reg <= sum ;
	end
endmodule
$ cat flow/run.sh
#!/bin/bash
# OpenROAD 26Q1-2900-gdf79404cd8, Yosys 0.63+post, stock flow scripts
make -C /OpenROAD-flow-scripts/flow DESIGN_CONFIG=/design/flow/config.mk WORK_HOME=/design/flow/orfs finish
$ cat flow/config.mk
export PLATFORM = sky130hd
export DESIGN_NAME = JAM
export DESIGN_NICKNAME = JAM
export VERILOG_FILES = /design/flow/design.v
export SDC_FILE = /design/flow/constraint.sdc
export NUM_CORES = 4
export LEC_CHECK = 1
export CORE_UTILIZATION = 50
$ cat flow/constraint.sdc
current_design JAM

set clk_period 3.6
set clk_io_pct 0.2

create_clock -name clk0 -period $clk_period [get_ports {CLK}]

set non_clock_inputs [all_inputs -no_clocks]
set_input_delay [expr $clk_period * $clk_io_pct] -clock clk0 $non_clock_inputs
set_output_delay [expr $clk_period * $clk_io_pct] -clock clk0 [all_outputs]
==> impl_metrics.csv <==
group,metric,value,unit
status,run_status,"finished, final reports clean",
yosys,ys_top_logic_family,"AND-OR/OR-AND gates",
final_timing,max_freq,284,MHz
yosys,edf_count,27,
global_routing,grt_max_degree,46,
yosys,ys_async_sr_fraction,0,
yosys,aoi_share,0.270,
global_routing,gr-usage-all-layers,0.367,
run,warning_count,42,
final_timing,fin_skew,0.0109,ns
place,hpwl,20700,um
routing,drtAntennaViolNets,0,
layout,final_layout_size_suffix_gt1_frac,0.125,
clock_network,cts-root-buf,"clkbuf_16",
layout,synthToLayoutAreaGrowth,14.7,%
die,rows,45,
worst_setup_path,critPathRequiredTime,3.83,ns
yosys,simple_gate_share,0.197,
yosys,muxShareOfSynthArea,0.0630,
place,dp_slack,-0.0799,ns
layout,final_area,9160,um^2
yosys,ys_cells,1004,
die,num_io_pins,30,
global_routing,first_global_vias,7577,
yosys,top_area_cell,"dfxtp_1",
final_timing,worstMarginPinSlew,1.24,ns
die,die_width,128,um
clock_network,path_clk_slew,0.07,ns
routing,wirelength,28300,um
die,dieArea,16500,um^2
worst_setup_path,cp.arrival,3.76,ns
yosys,yosys.area_share.xor_xnor,0.0110,
layout,lay_top_count,"nand2_1",
clock_network,holdBufCountCts,0,
yosys,ff_type,"dfxtp_1",
yosys,fa_ha_area_frac,0.112,
run,drv_cap,0,
yosys,avgSynthCellArea,7.95,um^2
global_routing,overflow,0,
worst_setup_path,crit_type,"register to register",
worst_setup_path,cp-start-kind,"register",
final_timing,period_used_share,0.979,
clock_network,insertion_delay,0.36,ns
worst_setup_path,end_kind,"register",
routing,first_pass_iters,6,
clock_network,cts_tree,"yes",
layout,post-route-util,0.596,
yosys,syn-cell-area,7980,um^2
min_path,holdCritPathClass,"register to register",
routing,avgRoutedWirePerCell,22.6,um
routing,routed-via-count,8117,
clock_network,cts_buffers,9,
layout,fill_cells,1339,
place,postPlaceCellArea,8680,um^2
yosys,ys_warn_count,2,
final_timing,rsz0062_at_grt,"true",
yosys,syn-instance-count,1004,
yosys,synth_cell_types,81,
yosys,ys.flops,99,
pwr,power_density,382,nW/um^2
yosys,ys_area,7980,um^2
global_routing,grt_pass1_wl,43600,um
final_timing,min_period,3.53,ns
final_timing,hold_viol,0,
pwr,p_leak,0.00374,uW
worst_setup_path,path_max_fanout,4,
clock_network,clock-sinks,99,
die,initial_utilization,0.519,
place,gp_congestion,1.09,
global_routing,antenna_found_initial,0,
place,port_buffers,29,
routing,via_per_inst,6.47,
final_timing,setup_violations,0,
layout,reg_top3,"se0 (24), se1 (24)",
routing,drc,0,
layout,layout_top_cells,"136 x nand2_1, 78 x o21ai_0, 78 x a21oi_1",
die,fp.coreArea,15400,um^2
die,die_h,128,um
yosys,topCellsByArea,"dfxtp_1 18%, ha_1 11%, edfxtp_1 10%",
final_timing,final-max-slew-violation-count,0,
clock_network,cts.htree.levels,3,
final_timing,slew_headroom,0.149,
pwr,ir_worst_vdd,0.304,mV
clock_network,clockBufferDepth,2,
yosys,ys_seq_share,0.282,
pwr,p_total,3490,uW
yosys,synth_top_area_share,0.181,
routing,drt_iter0_markers,888,
worst_setup_path,timing.reg2reg.setup_slack,0.07,ns
final_timing,setup_ws,0.0738,ns
-- synth_stat cells (all sizes together), types with 16 or more instances --
cell      n
mux2i    21
nor3     18
o21ai    86
a211oi   16
ha       70
nand2   136
dfxtp    72
edfxtp   27
nand3    29
clkbuf   49
a21oi    79
nor2     64
inv      62
o211ai   25
nor2b    18
buf      18
-- power by group --
group	internal (uW)	switching, uW
clock	518	452
sequential	1220	123
combinational	484	700
-- cells by family after synthesis --
kind of cell	after synthesis
AOI/OAI and AO/OA	328
adders and majority gates	71
muxes	35
buffers and inverters	130
DFF	99
xor gates and xnor gates	10
and+or+nand+nor	331
-- final timing paths --
check                    from               to  cells past startpoint
setup / recovery  counter0[1]  search_point[2]                     15
hold / removal      se1[7][0]        se1[7][0]                      2
setup reg to reg  counter0[1]  search_point[2]                     15
hold reg to reg     se1[7][0]        se1[7][0]                      2
-- routing by layer --
metal,vias up,part of all wire,global-route usage
li1,3770,-,-
met1,3783,0.40,0.513
met2,468,0.43,0.552
met3,94,0.11,0.0966
met4,2,0.048,0.152
met5,-,0.0011,0.0206
-- area by class of cell --
class	instances	area (um^2)	area share
antenna	1	2.50	0.000273
clock buffer	11	254	0.0277
tap	211	264	0.0288
inverter	63	240	0.0262
timing repair buffer	89	757	0.0827
sequential	99	2260	0.246
clock inverter	5	38.8	0.00424
multi-input combinational	775	5340	0.584
-- what timing repair did --
| item | in CTS | in global routing |
|---|---|---|
| pin swaps | 0 | 10 |
| setup endpoints to repair | 9 | 11 |
| endpoints found under the hold margin | 0 | 0 |
| resized | 4 | 35 |
| buffers inserted | 0 | 4 |
-- through the flow --
stage,setup TNS [ns],hold slack (ns),instances
2_1_floorplan,0,0.433,1004
6_report,0,0.477,1254
3_5_place_dp,-0.324,0.467,1233
3_3_place_gp,0,0.464,1233
5_1_grt,-0.485,0.499,1253
4_1_cts,0,0.478,1249
-- worst max-delay path, cell delays in order (launching register included) --
cell      delay [ns]
dfxtp_2         0.36
ha_4            0.15
ha_4            0.17
mux2i_4         0.25
a21oi_2         0.04
o32a_1          0.29
o21ai_2         0.14
o211ai_1        0.10
o21ai_1         0.12
o21ai_1         0.08
ha_1            0.35
a22o_1          0.19
or4_4           0.59
o22ai_4         0.27
o221a_4         0.23
o31ai_1         0.07
Power and IR drop assume default switching activity.
